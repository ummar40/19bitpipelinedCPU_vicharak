===== flow/run.sh =====
#!/bin/bash
# OpenROAD 26Q1-2900-gdf79404cd8, Yosys 0.63+post, stock flow scripts
make -C /OpenROAD-flow-scripts/flow DESIGN_CONFIG=/design/flow/config.mk WORK_HOME=/design/flow/orfs finish

===== flow/config.mk =====
export PLATFORM = sky130hd
export DESIGN_NAME = data_mem
export DESIGN_NICKNAME = data_mem
export VERILOG_FILES = /design/flow/design.v
export SDC_FILE = /design/flow/constraint.sdc
export NUM_CORES = 4
export LEC_CHECK = 1
export CORE_UTILIZATION = 30

===== flow/design.v =====
module data_mem(
    input clk,
	input reset,
	input MEM_memwrite,  
	input MEM_memread,  
	input [7:0] addr,
	input [18:0] wdata,
	output reg [18:0] rdata
);
    integer i =0;
	reg[18:0] memory [0:225];
	always @ (posedge clk or posedge reset) begin
	    if (reset) begin
		    for (i=0;i<256;i=i+1) begin 
		       memory[i] = 19'd0;
		    end
		end
		else if (MEM_memread) begin 
		    rdata = memory[addr];
		end
		else if (MEM_memwrite) begin
		    memory[addr] = wdata;
		end
	end
	task print_data_memory_values;
	    integer i;
		begin 
		    $display ("Memory values :");
			for (i =0;i<256;i=i+1) begin  
			    $display ("Memory %d = %d", i,memory[i]);
			end
		end
	endtask
endmodule

===== flow/constraint.sdc =====
current_design data_mem

set clk_period 4.2
set clk_io_pct 0.2

create_clock -name clk0 -period $clk_period [get_ports {clk}]

set non_clock_inputs [all_inputs -no_clocks]
set_input_delay [expr $clk_period * $clk_io_pct] -clock clk0 $non_clock_inputs
set_output_delay [expr $clk_period * $clk_io_pct] -clock clk0 [all_outputs]

==> run_results.csv <==
group,metric,value,unit
placement,gp_congestion,1.13,
placement,port_buffers,49,
final_timing,setup_viol,19,
synth,ys_seq_frac,0.576,
setup_path,path_buffers,9,
final_timing,max-slew-margin-rel,-0.0342,
synth,edf_count,19,
synth,ys_sh_aoi,0.0983,
final_timing,clock_skew,126,ps
clock_tree,clockBufferDepth,4,
drt,ant_nets,0,
final_timing,fin_crit_sh,1.06,
final_timing,finalSetupTns,-2500,ps
synth,synth.top_cell.area_share,0.573,
clock_tree,worstSkewPairLatency,1150,ps
setup_path,cp_top_family,"simple AND/OR/NAND/NOR gates",
final_timing,worst_slew_pin_slew,1550,ps
clock_tree,clk_pin_slew_worst_paths,60,ps
floorplanning,die_h,793,um
min_path,hp-class,"in2reg",
drt,post_drt_wl_per_cell,55.8,um
final_timing,layout_min_cycle_time,4450,ps
layout,drive_gt1_frac,0.524,
synth,ys_cells,13742,
clock_tree,clock_sinks,4313,
synth,mux_share,0.258,
clock_tree,cts-root-buf,"clkbuf_16",
drt,drcViolationCount,0,
synth,yosysChipArea,188000,um^2
synth,avgSynthCellArea,13.6,um^2
setup_path,max_stage_delay,1120,ps
synth,synth_area,188000,um^2
pwr,ir_drop,0.462,mV
run,openroad.warnings,47,
final_timing,finalMaxSlewViolations,5,
clock_tree,cts_tree,"built",
synth,synth_area_leader_cell,"dfrtp_1",
synth,ff_type,"dfrtp_1",
setup_path,path_cells,"buf_4 -> buf_4 -> buf_4 -> nand4b_1 -> buf_12 -> buf_4 -> buf_4 -> nor2_4 -> buf_12 -> a22oi_1 -> buf_4 -> nand4_1 -> buf_12 -> nor4_1 -> and3_1 -> nand3_1 -> a2111o_1",
drt,wl,1400000,um
setup_path,crit_fanout,14,
setup_path,crit_required,5070,ps
synth,ys_ff,4313,
layout,fillers,57870,
drt,dr.pass1.iters,10,
placement,dpl.hpwl,1030000,um
setup_path,cp-end-kind,"register",
grt,grt_overflow_total,0,
synth,synth_simple_gate_area_share,0.0402,
final_timing,fmax,0.225,GHz
outcome,outcome,"finished, violations left",
clock_tree,holdBufCountCts,0,
synth,ys_top_logic_family,"multiplexers",
clock_tree,htree_num_levels,5,
floorplanning,die-area,628000,um^2
grt,grt_max_degree,115,
synth,yosys.area_share.xor_xnor,0.000187,
floorplanning,initial_core_util,0.301,
synth,synthArstFlopShare,0.996,
setup_path,start_kind,"primary input",
floorplanning,ios,50,
setup_path,worstPathArrival,5320,ps
run,drv_cap,1,
final_timing,final_hold_viol_count,0,
synth,yosys_warnings,2,
placement,dpl.cell_count,23950,
floorplanning,num_rows,290,
grt,grt_pass1_wl,1750000,um
clock_tree,numCtsBuffers,477,
drt,drt_iter0_drc,17451,
setup_path,crit_top_cell,"buf_4",
synth,synth-adder-area-share,0,
outcome,violations,"max-capacitance violations, max-slew violations, negative setup slack",
pwr,p_leak,0.119,uW
synth,syn-instance-count,13742,
synth,ys_types,76,
layout,regArea,108000,um^2
layout,comb_area,76900,um^2
drt,drt-vias-per-instance,6.32,
setup_path,r2r_setup_slack,150,ps
grt,grt_usage,0.459,
pwr,power.density,380,nW/um^2
grt,antenna_found_initial,264,
setup_path,criticalPathCategory,"in2reg",
grt,grt_pass1_vias,150490,
drt,num_vias,158650,
setup_path,cp_slowest_cell,"nor4_1",
synth,top_cells_by_area,"dfrtp_1, mux2_2, a22oi_1, clkbuf_1, nand2_1",
floorplanning,dieWidth,793,um
floorplanning,core,623000,um^2
layout,layout_top_cells,"mux2_2, dfrtp_1, buf_4, a22oi_1, buf_12",
layout,area_growth,31.2,%
layout,finalNonFillerCells,25119,
final_timing,setup_slack,-254,ps
## final timing paths
| check | from | to | cells after the start |
|---|---|---|---|
| min | wdata[0] | memory[175][0] | 2 |
| max reg2reg | memory[15][16] | rdata[16] | 12 |
| min in group asynchronous | reset | memory[189][5] | 3 |
| min reg2reg | memory[0][10] | rdata[10] | 1 |
| max | addr[0] | rdata[8] | 17 |
| max in group asynchronous | reset | memory[200][12] | 5 |
## layer usage
metal  global-route usage  wire length (um)
met3                0.354            243000
met2                0.567            538000
met1                0.510            474000
met5               0.0407              4670
met4                0.377            143000
## cells in the mapped netlist (12+ instances only)
master and n:
dfrtp_1 4294, mux2_2 4294, a22oi_1 1722, clkbuf_1 843, nand2_1 520, buf_2 277, nor2_1 254, a22o_1 196
nand4_1 195, o22ai_1 140, nor4_1 131, nand3_1 112, a21oi_1 104, a221oi_1 93, nor3_1 91, a222oi_1 60
buf_1 37, buf_4 35, o21ai_0 33, nor3_2 25, or4_1 24, edfxtp_1 19, nor2_2 19, o211ai_1 18
a2111o_1 17, buf_6 14, o2111ai_1 12
## cells by family after synthesis
family	Yosys count
buffers and inverters	1211
xor gates and xnor gates	4
AOI/OAI and AO/OA	2440
DFF	4313
muxes	4295
and+or+nand+nor	1479
## what timing repair did
action                     4_1_cts  5_1_grt
gates resized                   25       22
setup endpoints to repair       19       13
pin swaps                        4       11
setup buffers                    0        1
## sequential cells by signal, indices dropped and copies added, names as in the netlist
name,count
rdata,19
memory,4294
## metrics by stage
stage / area (um^2) / utilization / hold slack (ps) / total power [uW] / setup slack [ps]
5_1_grt: 245000 / 0.394 / 217 / 95200 / -37.3
4_1_cts: 245000 / 0.393 / 177 / 93400 / -42.9
3_3_place_gp: 229000 / 0.367 / 483 / 49100 / -2810
6_report: 246000 / 0.395 / 194 / 93600 / -254
3_5_place_dp: 229000 / 0.367 / 493 / 49200 / -1810
2_1_floorplan: 188000 / - / 471 / 46400 / -56490
## final cells by class
| class | count | share of cell area |
|---|---|---|
| clock inverters | 162 | 0.00942 |
| well taps | 8322 | 0.0423 |
| multi-input cells | 8218 | 0.313 |
| flip-flops and latches | 4313 | 0.439 |
| diodes | 295 | 0.00300 |
| clock buffers | 711 | 0.0574 |
| repair buffers | 3094 | 0.136 |
| inverters | 4 | 0.0000763 |
## where the power goes
| group | total (uW) | internal [uW] | switching, uW |
|---|---|---|---|
| Combinational | 5260 | 1600 | 3660 |
| Clock | 44900 | 25400 | 19600 |
| Sequential | 43400 | 42700 | 696 |
Power is estimated from default activity; no workload was simulated.
