==> /design/flow/design.v <==
module inst_mem (
     input [7:0] pc,  
	 output reg [18:0] instructions  
);
     reg [18:0] memory [0:25];
	 initial begin
        memory[0] = 19'b0000000000101100000;
        memory[1] = 19'b0000001001001100001;
        memory[2] = 19'b0000010001101100010;
        memory[3] = 19'b0000011010001100011;
        memory[4] = 19'b0000100010101100100;
        memory[5] = 19'b0000101011000000101;
        memory[6] = 19'b0000110011101010110;
        memory[7] = 19'b0000111100000110111;
        memory[8] = 19'b0001000100100101000;
        memory[9] = 19'b0001001101000011001;
        memory[10] = 19'b0001010101101001010;
        memory[11] = 19'b0000000000000000000;
        memory[12] = 19'b000101111000000110010;
        memory[13] = 19'b000110011010011011100;
        memory[14] = 19'b000110111100100011110;
        memory[15] = 19'b000111011110000101000;
        memory[16] = 19'b001000000000000101010;
        memory[17] = 19'b001000100010000101100;
        memory[18] = 19'b001001000100000101110;
        memory[19] = 19'b001001100110000110000;
	end
	always @(*) begin
	    instructions = memory[pc];  
	end
endmodule 
==> /design/flow/run.sh <==
#!/bin/bash
# OpenROAD 26Q1-2900-gdf79404cd8, Yosys 0.63+post, stock flow scripts
make -C /OpenROAD-flow-scripts/flow DESIGN_CONFIG=/design/flow/config.mk WORK_HOME=/design/flow/orfs finish
==> /design/flow/config.mk <==
export PLATFORM = sky130hd
export DESIGN_NAME = inst_mem
export DESIGN_NICKNAME = inst_mem
export VERILOG_FILES = /design/flow/design.v
export SDC_FILE = /design/flow/constraint.sdc
export NUM_CORES = 4
export LEC_CHECK = 1
export CORE_AREA = 10 10 70 70
export DIE_AREA = 0 0 80 80
==> /design/flow/constraint.sdc <==
current_design inst_mem

set clk_period 1.9
set clk_io_pct 0.2

create_clock -name clk0 -period $clk_period

set non_clock_inputs [all_inputs -no_clocks]
set_input_delay [expr $clk_period * $clk_io_pct] -clock clk0 $non_clock_inputs
set_output_delay [expr $clk_period * $clk_io_pct] -clock clk0 [all_outputs]
==> results.cfg <==
; generated from flow reports
[grt]
grt_pass1_vias = 556
grt_max_degree = 13
grt-ovfl-total = 0
grt_usage_pct = 5.33
antenna_found_initial = 0
grt_pass1_wl_mm = 2.88

[setup_path]
cp.arrival_ns = 1.47
crit_family = buffers and inverters
cp_slowest_cell = clkdlybuf4s50_1
path_cells = buf_4, inv_4, buf_4, ha_4, o221a_1, clkdlybuf4s50_1
cp_num_buf_inv = 4
crit_type = primary input to output pin
cp_slowest_stage_delay_ns = 0.46
critPathCaptureType = output pin
worst-path-max-fanout = 3
startpoint_type = primary input
path_common_cell = buf_4
cp.required_ns = 1.52

[timing]
slew_viol_final = 0
max_freq_mhz = 541
finalCriticalPeriod_ns = 1.85
setup_viol = 0
final.period_utilization_pct = 97.2
hold_violations = 0
tightestPinTransition_ns = 0.215
rsz0062_at_grt = no
relSlewSlack_pct = 85.7

[die]
die.size.y_um = 80
fp.dieW_um = 80
ioPinCount = 27
fp_util_pct = 11.3
dieArea_mm2 = 0.00640
core.rowCount = 21
core_area_mm2 = 0.00342

[finish]
n_clock_buffer = 0
layout.area.comb_um2 = 434
regArea_um2 = 0
design_area_um2 = 910
syn_to_final_growth_pct = 135
drive_above_1_share_pct = 42.0
fill_cells = 368
n_sequential_cell = 0

[placed_design]
gp_congestion = 0.845
io_buffers = 24
dp.final_hpwl_mm = 1.32
placed_area_um2 = 783

[power]
power.leakage_nw = 0.435
powerDensity_mw_per_mm2 = 206
ir_worst_vdd_uv = 84.8
design_power_total_uw = 187

[routing]
drt_iter0_drc = 30
drc_errors = 0
ant_nets = 0
drt_first_pass_iters = 4
diodes = 0
vias_per_cell = 4.01
totalWireLength_mm = 1.76
vias = 586
wire_per_inst_um = 12.0

[logic_synthesis]
yosys_area_um2 = 387
ys_cells = 61
common_cells = nand2_1, o21ai_1, ha_1
ys_warn_count = 1
yosys.cell_count.top_type = nand2_1
top_area_share_pct = 19.4
syn-cell-area_um2 = 387
area_leaders = ha_1, o21ai_1, nand2_1
syn_avg_cell_area_um2 = 6.34
yosysSeqAreaShare_pct = 0
largest_area_cell = ha_1
netlist-cell-type-count = 29
netlist_instances = 61

[job]
warnings = 41
cap_violations = 0

[outcome]
status = finished clean

[min_path]
hold_class = primary input to output pin
==> cell usage in the layout, fill, tap and decap left out, types with 2 or more instances in the layout <==
master | Yosys | layout
inv_4 | 0 | 3
clkdlybuf4s50_1 | 0 | 6
buf_4 | 2 | 16
nand2_1 | 8 | 7
nor2b_1 | 3 | 2
buf_6 | 0 | 5
nand3b_1 | 2 | 2
nor2_2 | 0 | 2
dlygate4sd2_1 | 0 | 10
dlymetal6s2s_1 | 0 | 3
a21oi_1 | 3 | 3
buf_2 | 2 | 3
o21ai_1 | 7 | 8
ha_4 | 0 | 5
==> worst paths after layout <==
check / start / end / depth (start not counted)
hold / removal: pc[1] / instructions[11] / 4
setup / recovery: pc[0] / instructions[13] / 6
==> power breakdown <==
| part | total (mW) | internal [mW] | switching, mW |
|---|---|---|---|
| registers | 0 | 0 | 0 |
| logic | 0.187 | 0.110 | 0.0771 |
| clock network | 0 | 0 | 0 |
==> tightest hold or removal path: cells and delay by family <==
kind / cells / cell delay (ns)
buffers and inverters: 3 / 0.30
AND-OR/OR-AND: 1 / 0.14
==> kinds of logic after synthesis <==
kind of cell | Yosys count | synth area share, %
buffers and inverters | 10 | 12.3
AND/OR/NAND/NOR | 21 | 27.5
adder cells (fa/ha/maj) | 6 | 19.4
AND-OR/OR-AND | 24 | 40.8
==> cell type report <==
class              count  share of cell area, %
multi-input cells     51                   47.7
repair buffers        44                   43.1
well taps             46                   6.33
inverters              5                   2.89
==> layer usage <==
metal  up-vias  wire [um]  track usage [%]
met1       266        797             7.91
met3         0        191             1.70
met4         0          0                0
li1        300          -                -
met2        20        766             7.70
met5         -          0                0
==> stage by stage <==
step,setup TNS [ns],utilization (%),cells,hold WS (ns),worst slack (ns)
finish,0,26.6,146,1.21,0.0532
global route,0,26.6,146,1.26,0.00261
global placement,-8.05,22.9,143,1.82,-0.532
floorplan,0,-,61,0.818,0.495
detailed placement,-8.22,22.9,143,1.82,-0.549
CTS,-0.164,25.8,146,1.31,-0.0859
==> timing repair <==
item                       4_1_cts  5_1_grt
setup buffers                    3        0
gates resized                   52       15
pin swaps                        9        4
setup endpoints to repair       19        8
hold buffers                     0        0
Power is estimated from default activity; no workload was simulated.
