[design/flow/config.mk]
export PLATFORM = sky130hd
export DESIGN_NAME = ID_EX
export DESIGN_NICKNAME = ID_EX
export VERILOG_FILES = /design/flow/design.v
export SDC_FILE = /design/flow/constraint.sdc
export NUM_CORES = 4
export LEC_CHECK = 1
export CORE_AREA = 10 10 111 111
export DIE_AREA = 0 0 121 121
[design/flow/constraint.sdc]
current_design ID_EX

set clk_period 1.0
set clk_io_pct 0.2

create_clock -name clk0 -period $clk_period [get_ports {clk}]

set non_clock_inputs [all_inputs -no_clocks]
set_input_delay [expr $clk_period * $clk_io_pct] -clock clk0 $non_clock_inputs
set_output_delay [expr $clk_period * $clk_io_pct] -clock clk0 [all_outputs]
[design/flow/design.v]
module ID_EX(
    input clk,
    input [4:0] ID_opcode,
    input ID_regwrite,
    input ID_memtoreg,
    input ID_memread,
    input ID_memwrite,
    input ID_alusrc,
    input ID_aluop,
    input ID_regdist,
    input [7:0] ID_immediate,
    input [2:0] ID_rs,
    input [2:0] ID_rt,
    input [2:0] ID_rd,
    input [31:0] ID_rd1,
    input [31:0] ID_rd2,
    output reg [4:0] EX_opcode,
    output reg EX_regwrite,
    output reg EX_memtoreg,
    output reg EX_memread,
    output reg EX_memwrite,
    output reg EX_alusrc,
    output reg EX_aluop,
    output reg EX_regdist,
    output reg [7:0] EX_immediate,
    output reg [2:0] EX_rs,
    output reg [2:0] EX_rt,
    output reg [2:0] EX_rd,
    output reg [18:0] EX_rd1,
    output reg [18:0] EX_rd2
);
    always @(posedge clk) begin
        EX_opcode <= ID_opcode;
        EX_regwrite <= ID_regwrite;
        EX_memtoreg <= ID_memtoreg;
        EX_memread <= ID_memread;
        EX_memwrite <= ID_memwrite;
        EX_alusrc <= ID_alusrc;
        EX_aluop <= ID_aluop;
        EX_regdist <= ID_regdist;
        EX_immediate <= ID_immediate;
        EX_rs <= ID_rs;
        EX_rt <= ID_rt;
        EX_rd <= ID_rd;
        EX_rd1 <= ID_rd1;
        EX_rd2 <= ID_rd2;
    end
endmodule
[design/flow/run.sh]
#!/bin/bash
# OpenROAD 26Q1-2900-gdf79404cd8, Yosys 0.63+post, stock flow scripts
make -C /OpenROAD-flow-scripts/flow DESIGN_CONFIG=/design/flow/config.mk WORK_HOME=/design/flow/orfs finish
==> reports/metrics.csv <==
metric,value,unit
finalNonFillerCells,349,
p_leak,1.19,nW
comb_cells,0,
syn_area_per_cell,20.0,um2
fp-utilization,13.6,%
grt-ovfl-total,0,
path_class,flop to primary output,
mi_logic_area,0,um2
worstPathArrival,0.75,ns
antenna_found_initial,0,
slowest_delay,0.31,ns
critPathCapture,EX_rt[1],
core-area,0.00986,mm2
die_h,121,um
globalplace.congestion,0.752,
cap_violations,0,
cts_made_buffers,9,
ys.flops,67,
syn_inst,67,
fmax,1.05,GHz
die_w,121,um
vias,1003,
finalCritPeriodShare,95.0,%
tightest_slew,0.105,ns
grt_usage,5.41,%
max_slew_margin,93.0,%
critPathSlowestCell,dfxtp_2,
cts_sinks,67,
power,0.00520,W
root_buffer,clkbuf_8,
grt_max_degree,11,
cts_hold_buf,0,
warning_count,52,
place_area,0.00285,mm2
htree_levels,3,
period_minus_slack,0.950,ns
cp_top_family,flip-flops,
synth_cell_types,1,
drv_slew,0,
cp-end-kind,primary output,
dieArea,0.0146,mm2
cp-start-kind,flop,
path_buffers,1,
drt-pass1-iter-count,2,
synth_area,0.00134,mm2
ys_area,0.00134,mm2
drc_errors,0,
grt_setup_unrepaired,yes,
grt_pass1_vias,1170,
grt_first_pass_wirelength,6230,um
ys_warn_count,1,
drt.antenna.violating_nets,0,
ys_cells,67,
cts_tree,built,
path_cells,buf_2,
drtIter0Drc,26,
hold_viol,0,
io_buffer_count,134,
wirelength,4220,um
ys_seq_share,100,%
final_area,0.00270,mm2
hold_class,input port to flop,
layout-drive-gt1-share,38.4,%
worstSetupStartpoint,EX_rt[1]$_DFF_P_,
viasPerCell,2.87,
power_density,1930,mW/mm2
cp.required,0.80,ns
path_depth,1,
rows,36,
diodes,0,
clk_pin_slew,0.07,ns
outcome,"finished, final reports clean",
dp.cells,334,
io_pins,161,
clockBufferDepth,2,
syn_to_final_growth,101,%
max-vdd-ir-drop,0.660,mV
avgRoutedWirePerCell,12.1,um
crit_fanout,1,
setup_viol,0,
[placed cells by master (no fill, tap or decap)]
master | synthesis | final
dfxtp_2 | 0 | 2
clkbuf_8 | 0 | 12
buf_2 | 0 | 67
dfxtp_1 | 67 | 65
clkinv_2 | 0 | 2
clkdlybuf4s50_1 | 0 | 67
clkbuf_1 | 0 | 1
[through the flow]
| step | worst slack [ns] | setup TNS (ns) | util (%) | hold WS (ns) |
|---|---|---|---|---|
| finish | 0.0502 | 0 | 27.3 | 0.306 |
| global route | -0.00502 | -0.00857 | 27.3 | 0.272 |
| CTS | 0.0110 | 0 | 27.3 | 0.269 |
| detailed placement | 0.0118 | 0 | 28.9 | 0.652 |
| global placement | 0.0141 | 0 | 28.9 | 0.649 |
| floorplan | 0.538 | 0 | - | 0.228 |
[layout make-up]
class,count,area (um2)
tap,133,166
sequential,67,1340
timing repair buffer,134,1010
fill,1008,7170
clock inverter,2,10.0
clock buffer,13,169
[cell usage after synthesis]
| library cell | count | area share (%) |
|---|---|---|
| dfxtp_1 | 67 | 100 |
[worst min path at each step]
| stage | startpoint | to | depth (start not counted) |
|---|---|---|---|
| CTS | ID_rd1[1] | EX_rd1[1]$_DFF_P_ | 1 |
| global route | ID_rd2[14] | EX_rd2[14]$_DFF_P_ | 1 |
| finish | ID_rd1[1] | EX_rd1[1]$_DFF_P_ | 1 |
[where the power goes]
group	internal, W	switching, W
Combinational	0.000311	0.0000546
Clock	0.00108	0.000909
Sequential	0.00281	0.0000270
[flip-flops by register name, indices dropped and copies added, names as in the netlist]
| name | flops |
|---|---|
| EX_aluop | 1 |
| EX_rd2 | 19 |
| EX_memtoreg | 1 |
| EX_memwrite | 1 |
| EX_opcode | 5 |
| EX_rd1 | 19 |
| EX_memread | 1 |
| EX_regwrite | 1 |
| EX_immediate | 8 |
| EX_alusrc | 1 |
| EX_rs | 3 |
| EX_regdist | 1 |
| EX_rt | 3 |
| EX_rd | 3 |
[routing by layer]
layer | vias to the layer above | GRT usage (%) | share of wire (%)
met5 | - | 0 | 0
met3 | 5 | 4.25 | 15
met2 | 79 | 8.06 | 47
li1 | 494 | - | -
met1 | 425 | 5.82 | 36
met4 | 0 | 1.51 | 2.1
[cell families after synthesis]
logic type / count (synthesis) / synth area share [%]
DFF: 67 / 100
[timing repair]
action                     4_1_cts  5_1_grt
resized                        206        0
setup buffers                    0        0
setup endpoints to repair       67        2
No activity file was given, so power comes from the tool's default toggle rates.
